==> /design/flow/design.v <==
module fifo#(
    parameter WIDTH = 8,
    parameter DEPTH = 16
)(
    input wire clk,
    input wire rst_n,
    input wire wr_en,
    input wire [WIDTH-1:0] d_in,
    input wire rd_en,
    output wire full,
    output wire empty,
    output reg [WIDTH-1:0] d_out
);
    reg [WIDTH-1:0] mem [0:DEPTH-1];
    reg [$clog2(DEPTH):0] wr_ptr;
    reg [$clog2(DEPTH):0] rd_ptr;
    assign full = (wr_ptr[$clog2(DEPTH)] != rd_ptr[$clog2(DEPTH)]) && 
                  (wr_ptr[$clog2(DEPTH)-1:0] == rd_ptr[$clog2(DEPTH)-1:0]);
    assign empty = (wr_ptr == rd_ptr);
    always @(posedge clk or negedge rst_n) begin
        if(!rst_n) begin
            wr_ptr <= 0; 
            rd_ptr <= 0;
        end
        else begin
            if(wr_en && !full) begin
                mem[wr_ptr[$clog2(DEPTH)-1:0]] <= d_in;
                wr_ptr <= wr_ptr + 1;
            end
            if(rd_en && !empty) begin
                d_out <= mem[rd_ptr[$clog2(DEPTH)-1:0]];
                rd_ptr <= rd_ptr + 1;
            end
        end
    end
endmodule
==> /design/flow/run.sh <==
#!/bin/bash
# OpenROAD 26Q1-2900-gdf79404cd8, Yosys 0.63+post, stock flow scripts
make -C /OpenROAD-flow-scripts/flow DESIGN_CONFIG=/design/flow/config.mk WORK_HOME=/design/flow/orfs finish
==> /design/flow/config.mk <==
export PLATFORM = sky130hd
export DESIGN_NAME = fifo
export DESIGN_NICKNAME = fifo
export VERILOG_FILES = /design/flow/design.v
export SDC_FILE = /design/flow/constraint.sdc
export NUM_CORES = 4
export LEC_CHECK = 1
export CORE_UTILIZATION = 50
==> /design/flow/constraint.sdc <==
current_design fifo

set clk_period 5.5
set clk_io_pct 0.2

create_clock -name clk0 -period $clk_period [get_ports {clk}]

set non_clock_inputs [all_inputs -no_clocks]
set_input_delay [expr $clk_period * $clk_io_pct] -clock clk0 $non_clock_inputs
set_output_delay [expr $clk_period * $clk_io_pct] -clock clk0 [all_outputs]
==> summary.txt <==
run results: status completed, Clock Skew 0.00473 ns, Post-synth seq share 0.736, Clock Sinks 146, pin count of the biggest net entering global routing 40, TritonCTS Buffers 17, most used logic cell in the final layout edfxtp_1, register area 4330 µm², initial DRC count 223, CTS tree built, I/O pin total 22, Adders+Majority by Area 0.0170, Antenna Violating Nets Remaining 0, worst skew pair latency 0.42 ns, Psw 1.25 mW, Worst Path Max Fanout 39, Slew @ Worst Pin 0.856 ns, Switching Share 0.321, ANT cells 0, Post-synth EDFFs 136, Worst EP required 4.40 ns, main flop type edfxtp_1, Hold Path Cell Cnt 1, Die Wd 111 µm, vias in the first global route 3,630, fraction of final layout cells sized beyond drive strength 1 0.160, Detailed Route WL 13.1 mm, Final Hold Vio Count 0, Root Driver clkbuf_16, cts hold-fix bufs 0, initial antenna violation count 0, final setup vio count 0, unrepaired setup endpoints after global routing no, Leak 2.31 nW, Peak VDD IR 0.565 mV, Compound Share, Synth 0.113, drt via density 6.16, gr ovfl total 0, die area 12,200 µm², Arr. time, crit path 2.19 ns, Chip Area, Yosys 5890 µm², Setup TNS Final 0 ns, YS warnings 2, Yosys reg bits 146, Gate power share 0.304, Startpoint Class flop, tool warnings 31, Final period util 0.598, worst r2r path cells 7, PwrDens 558 nW/µm², Top logic family AND-OR/OR-AND gates, First-pass DRT Iterations 7, post-cts resize count 0, Int Power 2.65 mW, Post-synth ARST share 0.0685, MI comb area 1400 µm², vias 3,458, xor/xnor share 0.0246, Die Ht 111 µm, # DRC 0, Core ar. 11,500 µm², port bufs 21, setup bufs post-CTS 0, Reg power frac 0.369, gr usage total 0.249, post-DP HPWL 8.10 mm, fp util 0.514, Max Root-Sink Buffers 2, Clock Power Share 0.327, maxcap violations 0, Clock Pin Slew Worst Setup and Hold Paths 0.06 ns, Hold WC Path Type flop to flop, number of cells in Yosys stat 366, final-layout fill cell count 799, Rel. slew slack 0.428, Multiplexer share 0.0229, Syn Inst Count 366, GP Congestion 0.855, critical setup path kind flop to output port, post-synthesis instance area 5890 µm², Area Growth Syn to Fin 18.5%, Util after Layout 0.608, syn avg cell area 16.1 µm², Final Max Slew Viols 0, post-route minimum period 3.29 ns, first-pass GRT wire length 20.3 mm, maximum clock frequency 304 MHz, H-tree levels 4, Worst Setup End Kind output port, synth unique cells 45, WL/cell 23.4 µm, Top Layout Cells 136 x edfxtp_1, 22 x nand2_1, 22 x buf_4, simple-gate share of the synthesized area 0.0603, Rows 39
-- through the flow --
step / total power [mW] / area [µm²] / hold WS (ns) / worst slack [ns] / std cells
finish: 3.90 / 6980 / 0.526 / 2.21 / 561
detailed placement: 2.63 / 6310 / 0.522 / 2.36 / 530
CTS: 3.90 / 6980 / 0.530 / 2.19 / 561
floorplan: 2.26 / 5890 / 0.502 / 3.02 / 366
global route: 4.08 / 6980 / 0.561 / 2.12 / 561
global placement: 2.63 / 6310 / 0.517 / 2.38 / 530
-- cell families after synthesis --
kind of cell	Yosys count
buf+inv	28
compound gates	86
flops	146
simple gates	72
xor+xnor	14
mux	12
fa+ha+maj	8
-- worst paths after layout --
path | from | to | slack (ns)
max in group asynchronous | rst_n | rd_ptr[1] | 3.99
max reg2reg | rd_ptr[0] | d_out[4] | 3.10
min reg2reg | wr_ptr[4] | wr_ptr[4] | 0.53
min in group asynchronous | rst_n | wr_ptr[3] | 1.09
min | wr_ptr[4] | wr_ptr[4] | 0.53
max | rd_ptr[3] | empty | 2.21
-- Yosys cell counts (4+ instances only) --
library cell    n  area, µm²
dfrtp_1        10        250
o21ai_0         4       20.0
nor4_1          4       25.0
a32o_1          5       50.1
o211ai_1        4       30.0
a311oi_1        4       35.0
a221oi_1       10       87.6
edfxtp_1      136       4080
ha_1            8        100
a222oi_1        8       80.1
mux2_2          4       45.0
nor2_1         18       67.6
a31oi_1         7       43.8
xnor2_1        10       87.6
clkbuf_1        5       18.8
mux2i_1         6       60.1
buf_2          10       50.1
a22oi_1        18        135
nor3_1         15       75.1
inv_1           6       22.5
a21oi_1        11       55.1
nand2_1        22       82.6
-- metal layers --
layer | vias to the layer above | wire [µm] | GRT usage
met4 | 0 | 325 | 0.0516
met3 | 25 | 1510 | 0.133
met2 | 181 | 6030 | 0.353
met1 | 1697 | 5270 | 0.385
li1 | 1555 | - | -
met5 | - | 0 | 0
-- power by group through the flow --
stage     logic, mW  registers, mW  clock network, mW
4_1_cts        1.18           1.44               1.29
5_1_grt        1.29           1.45               1.34
6_report       1.19           1.44               1.27
-- worst max-delay path: stages (launching register included) --
cell and delay (ns):
dfrtp_1 0.32, buf_4 0.43, xnor2_2 0.19, nand4_4 0.21, nor2_1 0.14, clkdlybuf4s50_1 0.47
-- sequential cells by signal, summed over array words and instances, names as in the netlist --
register  cells
d_out         8
mem         128
rd_ptr        5
wr_ptr        5
-- area by class of cell --
class | count | share of cell area
multi-input cells | 192 | 0.201
clock buffers | 17 | 0.0610
flip-flops and latches | 146 | 0.621
repair buffers | 43 | 0.0538
clock inverters | 14 | 0.0339
well taps | 143 | 0.0256
inverters | 6 | 0.00323
Power figures rest on the tool's default switching activity, not on a simulated workload.
