===== ./config.mk =====
export PLATFORM = sky130hd
export DESIGN_NAME = uart_rx_core
export DESIGN_NICKNAME = uart_rx_core
export VERILOG_FILES = /design/flow/design.v
export SDC_FILE = /design/flow/constraint.sdc
export NUM_CORES = 4
export LEC_CHECK = 1
export CORE_AREA = 10 10 98 98
export DIE_AREA = 0 0 108 108

===== ./run.sh =====
#!/bin/bash
# OpenROAD 26Q1-2900-gdf79404cd8, Yosys 0.63+post, stock flow scripts
make -C /OpenROAD-flow-scripts/flow DESIGN_CONFIG=/design/flow/config.mk WORK_HOME=/design/flow/orfs finish

===== ./constraint.sdc =====
current_design uart_rx_core

set clk_period 2.3
set clk_io_pct 0.2

create_clock -name clk0 -period $clk_period [get_ports {clk}]

set non_clock_inputs [all_inputs -no_clocks]
set_input_delay [expr $clk_period * $clk_io_pct] -clock clk0 $non_clock_inputs
set_output_delay [expr $clk_period * $clk_io_pct] -clock clk0 [all_outputs]

===== ./design.v =====
module uart_rx_core #(
    parameter DATA_BITS = 8,
    parameter STOP_BITS = 1
)(
    input wire clk,
    input wire rst_n,
    input wire rx,
    input wire baud_tick_16x, 
    output reg [DATA_BITS-1:0] rx_data,
    output reg rx_valid,
    output reg rx_error
);
    localparam [1:0] IDLE  = 2'b00;
    localparam [1:0] START = 2'b01;
    localparam [1:0] DATA  = 2'b10;
    localparam [1:0] STOP  = 2'b11;
    reg [1:0] state;
    reg [3:0] bit_cnt;
    reg [DATA_BITS-1:0] shift_reg;
    reg rx_sync1, rx_sync2;
    reg [3:0] sample_cnt;
    always @(posedge clk or negedge rst_n) begin
        if(!rst_n) begin
            rx_sync1 <= 1'b1;
            rx_sync2 <= 1'b1;
        end else begin
            rx_sync1 <= rx;
            rx_sync2 <= rx_sync1;
        end
    end
    always @(posedge clk or negedge rst_n) begin
        if(!rst_n) begin
            state <= IDLE;
            bit_cnt <= 0;
            shift_reg <= 0;
            rx_data <= 0;
            rx_valid <= 1'b0;
            rx_error <= 1'b0;
            sample_cnt <= 0;
        end else begin
            rx_valid <= 1'b0; 
            rx_error <= 1'b0;
            case(state)
                IDLE: begin
                    sample_cnt <= 0;
                    bit_cnt <= 0;
                    if(rx_sync2 == 1'b0) begin
                        state <= START;
                    end
                end
                START: begin
                    if(baud_tick_16x) begin
                        sample_cnt <= sample_cnt + 1;
                        if(sample_cnt == 4'd7) begin
                            if(rx_sync2 == 1'b0) begin
                                state <= DATA;
                                sample_cnt <= 0;
                                bit_cnt <= 0;
                            end else begin
                                state <= IDLE;
                            end
                        end
                    end
                end
                DATA: begin
                    if(baud_tick_16x) begin
                        sample_cnt <= sample_cnt + 1;
                        if(sample_cnt == 4'd15) begin
                            shift_reg <= {rx_sync2, shift_reg[DATA_BITS-1:1]};
                            sample_cnt <= 0;
                            bit_cnt <= bit_cnt + 1;
                            if(bit_cnt == DATA_BITS - 1) begin
                                state <= STOP;
                                bit_cnt <= 0;
                            end
                        end
                    end
                end
                STOP: begin
                    if(baud_tick_16x) begin
                        sample_cnt <= sample_cnt + 1;
                        if(sample_cnt == 4'd15) begin
                            if(rx_sync2 == 1'b1) begin
                                rx_data <= shift_reg;
                                rx_valid <= 1'b1;
                            end else begin
                                rx_error <= 1'b1;
                            end
                            state <= IDLE;
                        end
                    end
                end
                default: state <= IDLE;
            endcase
        end
    end
endmodule

==> flow_summary_export.csv <==
group,metric,value,unit
synth,most_common_cell,"dfrtp_1",
clock_network,ctsHoldBuffers,0,
synth,synth_seq_share,0.573,
final_timing,finalMaxSlewViolations,0,
placement,port_buffers,13,
setup_path,crit_type,"in -> reg",
synth,largest_area_cell,"dfrtp_1",
setup_path,crit_end,"shift_reg[4]",
setup_path,crit_start,"baud_tick_16x",
synth,ys_cells,113,
placement,hpwl,1740,um
global_routing,grt_overflow,0,
synth,ys_ff,32,
synth,top_cells_by_count,"29 x dfrtp_1, 16 x mux2_2, 11 x o21ai_0, 8 x nand2_1, 5 x nand3_1",
setup_path,reg2reg_depth,4,
final_timing,hold_viol,0,
floorplanning,dieArea,0.0117,sq mm
final_timing,grt_setup_unrepaired,"no",
final_timing,setup-violations-final,0,
final_timing,fin_crit_sh,0.749,
routing,wire_per_inst,10.7,um
synth,edf_count,0,
power,p_per_area,796,mW/mm^2
flow_run,drv_cap,0,
setup_path,required,2.47,ns
final_timing,fin_worst_skew,0.00375,ns
global_routing,grt_max_degree,33,
setup_path,crit_fanout,8,
clock_network,clk_pin_slew,0.07,ns
clock_network,post_cts_buffers,0,
floorplanning,coreArea,0.00765,sq mm
routing,detail-route-antenna-nets,0,
global_routing,antenna_found_initial,0,
clock_network,cts_num_sinks,32,
routing,remaining_drc_errors,0,
synth,yosysWarningCount,1,
finish,drive_gt1_frac,0.256,
floorplanning,dieWidth,108,um
synth,top_area_frac,0.517,
clock_network,h-tree-depth,2,
final_timing,tns,0,ns
synth,syn_area_per_cell,12.4,sq um
power,vdd_drop_max,0.222,mV
clock_network,cts_tree,"yes",
final_timing,whs,0.357,ns
flow_run,warning_count,25,
placement,gp_congestion,0.766,
routing,dr.first_iter.drc_count,83,
final_timing,maxSlewHeadroom,0.713,
routing,first_pass_iters,5,
clock_network,cts_buffers,5,
synth,yosys_area,0.00140,sq mm
setup_path,critPathArrivalTime,1.89,ns
placement,post-place-ws,0.290,ns
synth,ys.flop_type,"dfrtp_1",
setup_path,reg2reg_slack,0.58,ns
clock_network,clkLatencyLatePin,0.28,ns
synth,topCellsByArea,"dfrtp_1 52%, mux2_2 13%, dfstp_2 5.6%",
routing,diodes,0,
setup_path,r2r-end,"bit_cnt[0]",
final_timing,finalWorstSetupSlack,0.577,ns
setup_path,endpoint_kind,"register",
final_timing,worstMarginPinSlew,0.418,ns
finish,layout-area-overhead-vs-synth,25.7,%
synth,async_flop_share,1.00,
setup_path,start_kind,"input pin",
final_timing,fmax,581,MHz
setup_path,r2r-start,"state[1]",
clock_network,cts_root_buf,"clkbuf_8",
global_routing,grt_pass1_wl,4530,um
final_timing,period_minus_slack,1.72,ns
routing,viasPerCell,3.89,
floorplanning,die_h,108,um
routing,finalWirelength,2520,um
power,p_leak,0.000739,uW
floorplanning,fp_util,0.184,
floorplanning,ioPinCount,14,
clock_network,clockBufferDepth,2,
synth,synth_cell_types,34,
floorplanning,rows,32,
clock_network,post_cts_resized,0,
run_status,status,"finished, final reports clean",
synth,netlist_area,0.00140,sq mm
synth,syn_inst,113,
global_routing,grt_use_total,0.0462,
min_path,min_path_type,"reg -> reg",
routing,vias,915,
global_routing,first_global_vias,947,
==> worst min path at each step <==
stage | start | to | cells past startpoint | slack (ns)
CTS | rx_sync1 | rx_sync2 | 0 | 0.36
global route | rx_sync1 | rx_sync2 | 0 | 0.36
finish | rx_sync1 | rx_sync2 | 0 | 0.36
==> cell type report <==
class                   instances  area (sq um)
inverters                       3          11.3
well taps                     102           128
clock inverters                 2          35.0
clock buffers                   6          72.6
multi-input cells              75           568
repair buffers                 15           145
flip-flops and latches         32           805
fillers                       781          5880
==> cells in the final DEF (no fill, tap or decap), types with 2 or more instances in the layout <==
| cell | count |
|---|---|
| nand2_1 | 8 |
| dfrtp_1 | 29 |
| clkdlybuf4s50_1 | 13 |
| nand3_1 | 5 |
| nand3b_1 | 3 |
| nor3_1 | 3 |
| ha_1 | 2 |
| o21ai_0 | 11 |
| o31ai_1 | 2 |
| inv_1 | 3 |
| nor2_2 | 2 |
| o21ai_1 | 2 |
| clkbuf_8 | 5 |
| dfstp_2 | 3 |
| buf_4 | 2 |
| o31a_1 | 2 |
| nor2_1 | 2 |
| a21oi_1 | 2 |
| mux2_2 | 16 |
==> cells by family (layout without fill, tap and decap cells) <==
family / count (synthesis) / in the layout / synth area share
DFF: 32 / 32 / 0.573
and+or+nand+nor: 31 / 31 / 0.125
AOI/OAI and AO/OA: 23 / 23 / 0.110
muxes: 18 / 18 / 0.146
buffers and inverters: 6 / 26 / 0.0223
adders and majority gates: 2 / 2 / 0.0178
xor gates and xnor gates: 1 / 1 / 0.00624
==> worst max-delay path: stages <==
cell	delay, ns
clkdlybuf4s50_1	0.56
nand4_1	0.17
or2_1	0.38
mux2_2	0.32
==> power by group <==
group / switching [uW] / internal, uW / leakage (uW)
clock: 202 / 321 / 0.0000552
combinational: 88.1 / 84.6 / 0.000269
sequential: 81.8 / 626 / 0.000415
total: 372 / 1030 / 0.000739
==> stage by stage <==
step | cells | cell area, sq um | power, uW | util
4_1_cts | 235 | 1760 | 1430 | 0.231
3_5_place_dp | 227 | 1660 | 892 | 0.217
6_report | 235 | 1760 | 1400 | 0.231
5_1_grt | 235 | 1760 | 1500 | 0.231
2_1_floorplan | 113 | 1400 | 845 | -
3_3_place_gp | 227 | 1660 | 887 | 0.217
==> layer usage <==
layer / vias to the layer above / global-route usage / routed length (um)
met5: - / 0 / 0
met4: 0 / 0.0105 / 64
met3: 4 / 0.0145 / 139
met2: 23 / 0.0698 / 1190
met1: 448 / 0.0640 / 1130
li1: 440 / - / -
Power figures rest on the tool's default switching activity, not on a simulated workload.
