[flow/design.v]
module uart_tx_core #(
    parameter DATA_BITS = 8,
    parameter STOP_BITS = 1
)(
    input wire clk,
    input wire rst_n,
    input wire tx_start,
    input wire [DATA_BITS-1:0] tx_data,
    input wire baud_tick_16x,
    output reg tx,
    output reg tx_busy
);
    localparam [1:0] IDLE  = 2'b00;
    localparam [1:0] START = 2'b01;
    localparam [1:0] DATA  = 2'b10;
    localparam [1:0] STOP  = 2'b11;
    reg [1:0] state, next_state;
    reg [$clog2(DATA_BITS):0] bit_cnt;
    reg [DATA_BITS-1:0] shift_reg;
    reg [$clog2(STOP_BITS):0] stop_cnt;
    reg [3:0] tick_cnt;
    always @(posedge clk or negedge rst_n) begin
        if(!rst_n) begin
            state     <= IDLE;
            tx        <= 1'b1;
            tx_busy   <= 1'b0;
            bit_cnt   <= 0;
            shift_reg <= 0;
            stop_cnt  <= 0;
            tick_cnt  <= 0;
        end else begin
            case (state)
                IDLE: begin
                    tx <= 1'b1;
                    tx_busy <= 1'b0;
                    tick_cnt <= 0;
                    bit_cnt <= 0;
                    stop_cnt <= 0;
                    if(tx_start) begin
                        shift_reg <= tx_data;
                        tx_busy <= 1'b1;
                        state <= START;
                    end
                end
                START: begin
                    tx <= 1'b0;
                    if(baud_tick_16x) begin
                        if(tick_cnt == 4'd15) begin
                            tick_cnt <= 0;
                            state    <= DATA;
                        end else begin
                            tick_cnt <= tick_cnt + 1'b1;
                        end
                    end
                end
                DATA: begin
                    tx <= shift_reg[0];
                    if(baud_tick_16x) begin
                        if(tick_cnt == 4'd15) begin
                            tick_cnt  <= 0;
                            shift_reg <= {1'b0, shift_reg[DATA_BITS-1:1]};                            
                            if(bit_cnt == DATA_BITS - 1) begin
                                state    <= STOP;
                                bit_cnt  <= 0;
                            end else begin
                                bit_cnt <= bit_cnt + 1'b1;
                            end
                        end else begin
                            tick_cnt <= tick_cnt + 1'b1;
                        end
                    end
                end
                STOP: begin
                    tx <= 1'b1; 
                    if(baud_tick_16x) begin
                        if(tick_cnt == 4'd15) begin
                            tick_cnt <= 0;
                            if(stop_cnt == STOP_BITS - 1) begin
                                state    <= IDLE;
                                tx_busy  <= 1'b0;
                                stop_cnt <= 0;
                            end else begin
                                stop_cnt <= stop_cnt + 1'b1;
                            end
                        end else begin
                            tick_cnt <= tick_cnt + 1'b1;
                        end
                    end
                end
                default: begin
                    state <= IDLE;
                end
            endcase
        end
    end
endmodule
[flow/constraint.sdc]
current_design uart_tx_core

set clk_period 2.6
set clk_io_pct 0.2

create_clock -name clk0 -period $clk_period [get_ports {clk}]

set non_clock_inputs [all_inputs -no_clocks]
set_input_delay [expr $clk_period * $clk_io_pct] -clock clk0 $non_clock_inputs
set_output_delay [expr $clk_period * $clk_io_pct] -clock clk0 [all_outputs]
[flow/run.sh]
#!/bin/bash
# OpenROAD 26Q1-2900-gdf79404cd8, Yosys 0.63+post, stock flow scripts
make -C /OpenROAD-flow-scripts/flow DESIGN_CONFIG=/design/flow/config.mk WORK_HOME=/design/flow/orfs finish
[flow/config.mk]
export PLATFORM = sky130hd
export DESIGN_NAME = uart_tx_core
export DESIGN_NICKNAME = uart_tx_core
export VERILOG_FILES = /design/flow/design.v
export SDC_FILE = /design/flow/constraint.sdc
export NUM_CORES = 4
export LEC_CHECK = 1
export CORE_AREA = 10 10 97 97
export DIE_AREA = 0 0 107 107
==> metrics.cfg <==
[global_routing]
antenna_found_initial = 0
grt_pass1_vias = 830
grt_max_degree = 17
grt_pass1_wl_mm = 4.215
grt.total_usage_pct = 4.498
grt-ovfl-total = 0

[final_timing]
worst_slew_pin_slew_ns = 0.6496
maxSlewViolCount = 0
fin_crit_ns = 1.831
skew_ns = 0.005706
timing.fmax_mhz = 546.2
slew_headroom_pct = 56.56
setup_viol = 0
hold_viol_final = 0
period_used_pct = 70.42
rsz0062_at_grt = no
tns_ns = 0

[floorplanning]
dieHeight_um = 107
die_x_um = 107
die-area_um2 = 11450
rows = 31
initial_core_util_pct = 15.37
core_area_um2 = 7292
ios = 14

[clock_network]
root_buffer = clkbuf_8
cts.clk_slew.worst_paths_ns = 0.09
postCtsSetupRepairBufs = 0
hold_buffers = 0
cts_sinks = 22
clockBufferDepth = 2
htreeDepth = 1
worstSkewPairLatency_ns = 0.27
cts_tree = built
cts_resized = 0
cts_inserted_buffers = 3

[setup_path]
path_buffers = 1
cp_top_family = buffers and inverters
critPathCaptureType = flop
required_ns = 2.76
arrival_ns = 1.99
crit_path_start_kind = input port
rr_endpoint = shift_reg[2]$_DFFE_PN0P_
worst_path_max_delay_cell = clkdlybuf4s50_1
r2r-start = tick_cnt[0]$_DFFE_PN0P_
critPathKind = input port to flop
crit_chain = clkdlybuf4s50_1 > and4_2 > nand3_2 > o221a_2
reg2reg_slack_ns = 0.88
slowest_delay_ns = 0.57
critPathMaxFanout = 8
reg2reg_depth = 4

[finish]
fillCellCount = 833
area_growth_pct = 27.57
regArea_um2 = 553.0
comb_area_um2 = 529.3
fin_util_pct = 19.61
largest_reg_flops = 8
lay_top_count = dfrtp_1
drive_gt1_share_pct = 21.93
fin_cells = 213
lay_top_cells = dfrtp_1 (20), clkdlybuf4s50_1 (13), nand2_1 (11), o221a_2 (7)

[power_and_ir_drop]
ir_drop_mv = 0.1829
finalPower_mw = 0.6943
p_leak_nw = 0.5576
p_per_area_nw_per_um2 = 485.5

[yosys]
flop_cell = dfrtp_1
netlist_area_um2 = 1121
yosysTopAreaCellShare_pct = 44.64
synth-async-reset-ratio_pct = 100.0
ys_area_um2 = 1121
top_area_cell = dfrtp_1
ys_types = 39
synth.avg_cell_area_um2 = 11.21
synth_seq_share_pct = 49.33
yosysWarnings = 1
synth-edff-count = 0
ys_cells = 100
syn_inst = 100
numSynthFlops = 22
area_leaders = dfrtp_1 (45%), o221a_2 (7.0%), dfstp_2 (4.7%), nand2_1 (3.7%), or2_2 (3.3%)

[status]
status = complete, no violations

[route]
diodes = 0
postRouteAntennaNets = 0
drtIter0Drc = 54
routed_wl_mm = 2.490
wl_per_cell_um = 11.69
drcViolationCount = 0
first_pass_iters = 4
via_per_inst = 3.962
vias = 844

[job]
cap_violations = 0
tool_warnings = 25

[min_path]
hp-class = flop to flop
min_to = tx$_DFF_PN1_
hold_start = shift_reg[0]$_DFFE_PN0P_
whs_path_depth = 1

[placed_design]
dpl.cell_count = 209
place.gp.congestion = 0.7684
io_buffers = 13
dpl.hpwl_mm = 1.747

how the worst max path moves through the flow:
stage / startpoint / end / slack [ns] / depth (start not counted)
6_report: baud_tick_16x / shift_reg[2]$_DFFE_PN0P_ / 0.77 / 4
5_1_grt: baud_tick_16x / shift_reg[2]$_DFFE_PN0P_ / 0.72 / 4
4_1_cts: baud_tick_16x / shift_reg[2]$_DFFE_PN0P_ / 0.77 / 4
worst reg2reg max path, cell delays in order (launching register included):
cell and delay (ns):
dfrtp_1 0.42, ha_1 0.30, and4_2 0.39, nand3_2 0.17, o221a_2 0.33
power by group:
group / internal (mW) / switching (mW)
logic: 0.0161 / 0.0119
registers: 0.342 / 0
clock network: 0.206 / 0.119
total: 0.564 / 0.130
layer usage:
metal	up-vias	GRT usage [%]	share of wire (%)
met1	412	6.667	53
met4	0	0.4836	0
met2	17	6.409	43
met3	0	1.455	4.2
li1	415	-	-
met5	-	0	0
per-stage QoR:
| step | cell area (um2) | hold slack [ns] | setup slack (ns) |
|---|---|---|---|
| after floorplan | 1121 | 0.2244 | 1.090 |
| after global placement | 1359 | 0.5069 | 0.4967 |
| after detailed placement | 1359 | 0.4908 | 0.4871 |
| after CTS | 1430 | 0.5082 | 0.7748 |
| after global routing | 1430 | 0.5440 | 0.7192 |
| final | 1430 | 0.5057 | 0.7692 |
cells in the mapped netlist (2+ instances only):
| cell | n |
|---|---|
| dfstp_2 | 2 |
| nand2b_1 | 2 |
| o31ai_1 | 2 |
| nand3_1 | 5 |
| a21oi_1 | 2 |
| mux2i_1 | 2 |
| nand2_1 | 11 |
| buf_4 | 2 |
| dfrtp_1 | 20 |
| or2_2 | 6 |
| o311ai_0 | 2 |
| o221a_2 | 7 |
| ha_1 | 2 |
| o211ai_1 | 2 |
| inv_1 | 4 |
| o21ai_0 | 6 |
kinds of logic after synthesis:
group,after synthesis,share of synthesized area (%)
AND/OR/NAND/NOR,35,19.31
AND-OR/OR-AND,30,23.10
flip-flops,22,49.33
buffers and inverters,8,3.458
multiplexers,2,1.786
adder cells (fa/ha/maj),2,2.232
XOR/XNOR,1,0.7814
area by class of cell:
cell class | instances | area share, %
Inverter | 4 | 1.050
Timing Repair Buffer | 14 | 9.624
Clock inverter | 1 | 2.100
Clock buffer | 3 | 2.887
Tap cell | 99 | 8.661
Sequential cell | 22 | 38.67
Multi-Input combinational cell | 70 | 37.01
Power figures rest on the tool's default switching activity, not on a simulated workload.
